==> ./design.v <==
module spi_mem(
input clk, rst, cs, miso,
output reg ready, mosi, op_done
);
reg [7:0] mem [31:0] = '{default:0};
integer count = 0;
reg [15:0] datain;
reg [7:0]  dataout;
typedef enum bit [2:0] {idle = 0, detect = 1, store = 2, send_addr = 3, send_data = 4, temp_del = 5} state_type;
state_type state = idle;
always@(posedge clk)
begin
      if(rst) 
          begin
             state <= idle;
             count <= 0;
             mosi  <= 0;
             ready <= 0;
             op_done <= 0;
          end
     else
         begin
                case(state)
                  idle: begin
                    count <= 0;
                    mosi  <= 0;
                    ready <= 0;
                    op_done <= 0;
                    datain <= 0;
                     if(!cs)
                       state <= detect;
                     else
                       state <= idle;
                  end
                  detect: begin 
                      if(miso)
                        state <= store;  
                      else
                        state <= send_addr;    
                   end
                   store: begin
                      if(count <= 15) begin
                        datain[count]     <= miso;
                        count             <= count + 1;
                        state             <= store;
                      end
                      else
                        begin
                         mem[datain[7:0]]  <= datain[15:8];
                         state <= idle;
                         count <= 0;
                         op_done <= 1'b1;
                        end
                    end
                    send_addr: begin
                      if(count <= 7) begin
                       count <= count + 1;
                       datain[count] <= miso;
                       state <= send_addr;
                       end
                       else begin
                       count <= 0;
                       state <= temp_del;
                       ready <= 1'b0;
                       dataout <= mem[datain];
                       end
                    end
                    temp_del : begin
                     state <= send_data;
                     ready <= 1'b1;
                     count <=  1;
                     mosi  <= dataout[0];
                    end
                    send_data: begin
                       if(count <= 7) 
                       begin
                        count <= count + 1;
                        mosi  <= dataout[count]; 
                        state <= send_data;
                       end 
                       else
                         begin
                         count <= 0;
                         state <= idle;
                         op_done <= 1'b1;
                         end     
                    end   
                    default : state <= idle;
                 endcase
          end
      end
endmodule
interface spi_i;
    logic clk, rst, cs, miso;
    logic ready, mosi, op_done;
endinterface
==> ./run.sh <==
#!/bin/bash
# OpenROAD 26Q1-2900-gdf79404cd8, Yosys 0.63+post, stock flow scripts
make -C /OpenROAD-flow-scripts/flow DESIGN_CONFIG=/design/flow/config.mk WORK_HOME=/design/flow/orfs finish
==> ./config.mk <==
export PLATFORM = sky130hd
export DESIGN_NAME = spi_mem
export DESIGN_NICKNAME = spi_mem
export VERILOG_FILES = /design/flow/design.v
export SDC_FILE = /design/flow/constraint.sdc
export NUM_CORES = 4
export LEC_CHECK = 1
export CORE_UTILIZATION = 40
export SYNTH_HDL_FRONTEND = slang
==> ./constraint.sdc <==
current_design spi_mem

set clk_period 6.1
set clk_io_pct 0.2

create_clock -name clk0 -period $clk_period [get_ports {clk}]

set non_clock_inputs [all_inputs -no_clocks]
set_input_delay [expr $clk_period * $clk_io_pct] -clock clk0 $non_clock_inputs
set_output_delay [expr $clk_period * $clk_io_pct] -clock clk0 [all_outputs]
==> deck_impl_summary.md <==
Synthesis and Place & Route Summary

Clock tree
  • Worst-Skew Late Latency: 0.57 ns
  • Clock Tree Buf Depth: 3
  • Clk slew on worst S/H paths: 0.06 ns
  • CTS tree: built
  • Hold-fix buffers, CTS: 0
  • Clock Sink Count: 318
  • Post-CTS resize count: 0
  • H-tree depth: 1
  • # Post-CTS Setup Buffers: 0
  • CTS buffer count: 31
  • Clock Root Buffer: clkbuf_16

Final timing
  • Cycle use final: 59.09%
  • Fin crit period: 3.605 ns
  • Max-slew headroom: 30.15%
  • Setup TNS: 0 ns
  • Count of final hold-check violations: 0
  • Final Max Slew Viols: 0
  • F_max: 0.2774 GHz
  • RSZ-0062 raised after global routing: no
  • Hold slack: 0.4642 ns
  • Worst clock skew: 0.01848 ns
  • Final Setup Violations: 0
  • Worst-margin pin slew: 1.045 ns

Routing
  • Drt total wl: 29720 um
  • Vias/cell: 5.808
  • 1st-iter DRT viols: 534
  • DR DRC count: 0
  • Routed via count: 7400
  • Mean routed wirelength per cell: 23.32 um
  • TritonRoute pass-1 iters: 5
  • Number of diodes: 0
  • Detail Route Antenna Nets: 0

Global routing
  • Initial antenna violation count: 0
  • Vias in the first global route: 7918
  • First-pass GRT wire length: 46200 um
  • GRT overflow: 0
  • Largest net degree at the start of global routing: 46
  • GRT Total Usage: 20.11%

Worst setup path
  • CP endpoint kind: register
  • WP data arrival: 3.81 ns
  • Reg2Reg Depth: 5
  • R2R Path End: mem[6][3]$_DFFE_PP_
  • Critical path fanouts, max: 14
  • WS Path Type: in2reg
  • R2R Setup Slk: 2.77 ns
  • Critical Path Start Type: primary input
  • Critical R2R Launch: count[21]$_SDFFE_PP0P_
  • Crit path DRT: 6.30 ns

Hold path
  • Hold EP: ready$_SDFFE_PP0P_
  • Hold path depth: 2
  • Tightest Hold Check Type: reg2reg
  • Hold path start: ready$_SDFFE_PP0P_

Power
  • Total design power: 4.522 mW
  • Logic gate share of total power: 5.3%
  • Leak: 4.462 nW
  • Cell-internal power: 3.568 mW
  • Sw Ratio: 21.10%
  • Part of the power in the clock network: 41.6%
  • Max IR drop VDD: 0.2781 mV
  • Net Sw Power: 0.9542 mW
  • Seq pwr share: 53.0%
  • PwrDens: 308.6 nW/um^2

Logic synthesis
  • Synth unique cells: 55
  • Yosys chip area: 13120 sq um
  • Area leader share: 63.39%
  • Mapped Area: 13120 sq um
  • Post-synth top area cell: edfxtp_1
  • Flip-flops with a built-in enable: 277
  • Synth flops: 318
  • Syn Inst Count: 806
  • Post-synth top cells: 277 x edfxtp_1, 66 x mux4_2, 57 x nor2_1, 41 x dfxtp_1, 32 x a22oi_1
  • # Cells Yosys: 806
  • Largest cells by area: edfxtp_1 63%, mux4_2 11%, dfxtp_1 6.3%
  • Mean Syn Cell Area: 16.28 sq um
  • Main flop type: edfxtp_1
  • Top-count cell post-synth: edfxtp_1
  • Sequential cell area fraction in the yosys report: 69.64%
  • Synth Warn #: 0
  • Asr flop ratio synth: 0%

Flow run
  • Max cap viols: 0
  • Tool Warnings: 28

Die
  • # IOs: 7
  • Die height: 183.1 um
  • Chip area: 33530 sq um
  • Die extent in x: 183.1 um
  • Num rows: 65
  • Core Box Area: 31880 sq um
  • Initial core utilization: 41.16%

Placement
  • Port Buffers: 6
  • Post-DP HPWL: 18030 um
  • Final GP Congestion: 0.8932

Layout
  • Layout cell share with drive strength beyond 1: 17.28%
  • FILL cells: 2740
  • Utilization after layout: 45.96%
  • Area grow syn2layout: 11.66%

Outcome
  • Status: complete, no violations
power by group through the flow:
stage	logic (mW)	clock network, mW	registers, mW
4_1_cts	0.241	1.92	2.40
5_1_grt	0.261	2.00	2.40
6_report	0.240	1.88	2.40
metrics by stage:
stage          cell area [sq um]  std cells  setup slack (ns)
2_1_floorplan              13120        806             3.075
6_report                   14650       1274             2.495
4_1_cts                    14650       1274             2.535
5_1_grt                    14650       1274             2.361
3_5_place_dp               13640       1217             1.976
3_3_place_gp               13640       1217             2.077
sequential cells by signal, summed over array words and instances (netlist names):
register and cells:
ready 1, count 32, datain 13, op_done 1, mosi 1, dataout 8, state 6, mem 256
final cells by class:
class	instances	area (sq um)	share of cell area, %
Sequential cell	318	9139	62.37
Timing Repair Buffer	26	210.2	1.435
Clock buffer	34	787.0	5.371
Clock inverter	23	221.5	1.511
Inverter	14	52.55	0.3586
Multi-Input combinational cell	424	3699	25.24
Tap cell	435	544.3	3.714
critical path, stage by stage:
cell and delay [ns]:
clkdlybuf4s50_1 0.68, inv_1 0.24, o2111ai_1 0.25, or3_1 0.72
nor2_1 0.68
worst max path at each step:
stage,start,to,slack [ns],cells after the start
CTS,rst,mem[5][3]$_DFFE_PP_,2.54,5
global route,rst,mem[6][3]$_DFFE_PP_,2.36,5
finish,rst,mem[6][3]$_DFFE_PP_,2.50,5
cells in the final DEF, fill, tap and decap left out, types with 11 or more instances in the layout:
cell type and count:
nor4_1 17, a21oi_1 15, a22oi_1 32, nor2_1 56, nand3_1 29, nand2_1 29
clkbuf_16 31, inv_1 14, mux2i_1 15, nand4_1 31, a31oi_1 29, buf_4 20
mux4_2 66, clkinv_1 11, edfxtp_1 277, dfxtp_1 41
per-layer routing:
metal / routed length, um / track usage (%) / vias to the layer above
li1: - / - / 3303
met1: 11140 / 27.10 / 3630
met2: 13720 / 28.85 / 425
met3: 4309 / 13.81 / 38
met4: 456 / 2.800 / 4
met5: 97 / 2.222 / -
logic make-up after synthesis:
family	Yosys count	share of synthesized area [%]
multiplexers	82	12.56
AND-OR/OR-AND	109	5.597
flip-flops	318	69.64
XOR/XNOR	6	0.4005
AND/OR/NAND/NOR	223	9.163
buffers and inverters	64	2.260
adder cells (fa/ha/maj)	4	0.3814
No activity file was given, so power comes from the tool's default toggle rates.
